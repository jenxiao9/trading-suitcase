[/design/flow/run.sh]
#!/bin/bash
# OpenROAD 26Q1-2900-gdf79404cd8, Yosys 0.63+post, stock flow scripts
make -C /OpenROAD-flow-scripts/flow DESIGN_CONFIG=/design/flow/config.mk WORK_HOME=/design/flow/orfs finish
[/design/flow/constraint.sdc]
current_design MEMTOUART

set clk_period 21.7
set clk_io_pct 0.2

create_clock -name clk0 -period $clk_period [get_ports {clock}]

set non_clock_inputs [all_inputs -no_clocks]
set_input_delay [expr $clk_period * $clk_io_pct] -clock clk0 $non_clock_inputs
set_output_delay [expr $clk_period * $clk_io_pct] -clock clk0 [all_outputs]
[/design/flow/design.v]
`timescale 1ns / 1ps
module MEMTOUART(
    input logic clock, reset, ROUND_DONE,
    input logic UART_DONE,
    input logic [191:0] dataFromMEM,
    output logic UART_START,
    output logic [7:0] dataToUART,
    output logic [10:0] addrtoMEM,
    output logic memSel,
    output logic DONE_TRANSMITTING
    );
    logic [5:0] writePos;
    logic clearWritePos, incWritePos, clearAddrACount, incAddrACount;
    VarCount #(.WIDTH(6), .INC_AMT(1)) posCounter (clock ,reset, incWritePos, clearWritePos, writePos);
    VarCount #(.WIDTH(11), .INC_AMT(1)) addrCounter (clock, reset, incAddrACount, clearAddrACount, addrtoMEM);
    enum logic [2:0] {INIT,WRITING, HOLD, HOLD1,HOLD2} currentState, nextState;
    logic [191:0] fullPackReg;
    logic shiftFullPack; 
    logic readReg;
    assign dataToUART=fullPackReg[7:0];
    always_ff @(posedge clock, posedge reset) begin
        if (reset) begin
            currentState <= INIT;
            fullPackReg  <= 192'd0;
        end
        else begin
            currentState <= nextState;
            if (shiftFullPack)
                fullPackReg<={8'd0, fullPackReg[191:8]};
            else if (readReg)
                fullPackReg<=dataFromMEM;
        end
    end
    always_comb begin
        incWritePos=1'b0;
        incAddrACount=1'b0;
        clearWritePos=1'b0;
        clearAddrACount=1'b0;
        shiftFullPack=1'b0;
        memSel=1'b0;
        readReg=1'b0;
        UART_START=1'b0;
        DONE_TRANSMITTING=0;
        unique case(currentState)
            INIT: begin
                clearWritePos=1'b1;
                clearAddrACount=1'b1;
                nextState=INIT;
                if (ROUND_DONE) begin
                    nextState=HOLD;
                    memSel=1'b1;
                end
            end
            HOLD: begin
                memSel=1'b1;
                nextState=HOLD1;
            end
            HOLD1: begin
                memSel=1'b1;
                nextState=HOLD2;
                readReg=1'b1;
            end
            HOLD2: begin
                memSel=1'b1;
                UART_START=1'b1;
                nextState=WRITING;
                shiftFullPack=1'b1;
                incAddrACount=1'b1;
            end
            WRITING: begin
                nextState=WRITING;
                memSel=1'b1;
                if (UART_DONE) begin
                    incWritePos=1'b1;
                    shiftFullPack=1'b1;
                    UART_START=1'b1;
                    if (writePos==6'd23) begin
                        clearWritePos=1'b1;
                        nextState=HOLD;
                        if (addrtoMEM>=11'd1000) begin
                            nextState=INIT;
                            DONE_TRANSMITTING=1;
                            clearAddrACount=1'b1;
                            clearWritePos=1'b1;
                        end
                    end
                end
            end
        endcase
    end
endmodule
module VarCount #(parameter WIDTH=10, parameter DEFAULT_VAL=0, parameter INC_AMT=1)(
   input  logic clock,
   input  logic reset,
   input  logic clock_en, clear,
   output logic [WIDTH-1:0] count);
   always_ff @(posedge clock or posedge reset) begin : proc_count
      if(reset) begin
         count <= DEFAULT_VAL;
      end 
      else begin
         if(clear) begin
            count <= {WIDTH{1'b0}};
         end
         else if(clock_en) begin
            count <= count + INC_AMT;
         end
      end
   end
endmodule: VarCount
[/design/flow/config.mk]
export PLATFORM = sky130hd
export DESIGN_NAME = MEMTOUART
export DESIGN_NICKNAME = MEMTOUART
export VERILOG_FILES = /design/flow/design.v
export SDC_FILE = /design/flow/constraint.sdc
export NUM_CORES = 4
export LEC_CHECK = 1
export CORE_UTILIZATION = 50
==> impl_metrics.csv <==
group,metric,value,unit
status,status,"finished, final reports clean",
global_routing,globalRouteMet1Util,42.6,%
final_timing,skew,0.0114,ns
setup_path,path_class,"in2out",
synth,synth_area,0.00964,sq mm
cts,cts_setup_buffers,0,
worst_hold_path,min-delay-start,"currentState[4]",
synth,syn_area_per_cell,8.37,sq um
global_routing,use_met3,6.57,%
final_timing,rsz0062_at_grt,"false",
synth,ys_ff,214,
floorplanning,die_area,0.0198,sq mm
setup_path,end_kind,"primary output",
final_timing,hold_viol,0,
global_routing,top_usage_layer,"met1",
route,drt_iter0_markers,530,
floorplanning,placementRows,50,
cts,postCtsHoldBufs,0,
route,via_per_inst,5.31,
final_timing,slew_violations,0,
setup_path,worst-r2r-cell-count,6,
global_routing,grt_pass1_wl,38.9,mm
final_timing,min_period_over_period,47.4,%
global_routing,overflow,0,
floorplanning,coreArea,0.0188,sq mm
route,drc,0,
setup_path,reg2reg_to,"fullPackReg[50]",
final_timing,slew_headroom,45.3,%
worst_hold_path,min_path_type,"reg2reg",
synth,ys.warnings.count,3,
layout,final_cell_mix,"nand2_1 (393), clkdlybuf4s50_1 (217), dfrtp_1 (213)",
floorplanning,die_y,141,microns
cts,cts-htree-levels,1,
synth,yosysCellCount,1152,
global_routing,track_usage,25.5,%
pwr,cellPowerDensity,132,mW/mm^2
cts,cts_tree,"built",
floorplanning,initCoreUtil,51.3,%
cts,post_cts_resized,0,
final_timing,period_minus_slack,10.29,ns
synth,ys_area,0.00964,sq mm
route,ant_nets,0,
global_routing,use_met2,36.7,%
global_routing,grt_pass1_vias,7818,
setup_path,crit_path_end,"DONE_TRANSMITTING",
job,warning_count,34,
cts,clock_latency,0.51,ns
floorplanning,io_pins,218,
setup_path,cp_max_fo,5,
route,wire_per_inst,15.1,microns
setup_path,r2r_start,"currentState[3]",
pwr,ir_drop,0.0797,mV
cts,clk_pin_slew_worst_paths,0.06,ns
route,drt-pass1-iter-count,5,
layout,layout.cells.most_common,"nand2_1",
global_routing,grt_antenna_before_repair,4,
final_timing,worst_slew_pin_slew,0.821,ns
synth,syn_inst,1152,
synth,synth_cell_type_count,38,
place,place_congestion,0.800,
final_timing,setup_viol,0,
global_routing,grt_max_degree,200,
cts,cts_buffers,24,
final_timing,fmax,0.0972,GHz
setup_path,arrival,5.95,ns
pwr,leakage,0.00544,uW
route,vias,8277,
floorplanning,die_w,141,microns
setup_path,cp-start-kind,"primary input",
job,maxCapViolCount,0,
cts,clock_sinks,214,
layout,area_growth,30.3,%
setup_path,ff2ff_setup_slack,18.98,ns
layout,fillers,1568,
route,routed_wl,23.6,mm
pwr,finalPower,1660,uW
layout,drive_gt1_share,4.38,%
synth,ys_seq_share,55.6,%
worst_hold_path,whs_path_depth,0,
final_timing,tns,0,ns
setup_path,critPathRequiredTime,17.36,ns
setup_path,critPathLaunch,"UART_DONE",
cts,clk_path_buf_depth,3,
final_timing,whs,0.443,ns
place,numPortBuffers,217,
cts,cts-root-buf,"clkbuf_16",
place,hpwl,14.4,mm
## layer usage
metal	vias to the layer above	routed length, microns
li1	4158	-
met1	3877	11000
met2	210	10600
met3	28	1670
met4	4	306
met5	-	21
## sequential cells by signal (all words and copies together), names as in the netlist
name and count:
currentState 5, addrCounter.count 11, posCounter.count 6, fullPackReg 192
## worst min path at each step
stage / to
5_1_grt: currentState[1]
6_report: currentState[1]
4_1_cts: currentState[1]
## where the power goes
part	switching (uW)	leakage (uW)	internal [uW]	total (uW)
logic	348	0.00268	246	594
clock network	154	0.000370	234	388
registers	98.6	0.00239	578	676
total	601	0.00544	1060	1660
## critical path, cell delays in order
cell             delay [ns]
clkdlybuf4s50_1        0.46
nor4bb_1               0.31
nand4_1                0.24
nor2_1                 0.14
clkdlybuf4s50_1        0.47
## cell families after synthesis
kind of cell / count (synthesis) / synth area share, %
XOR/XNOR: 13 / 1.18
AND-OR/OR-AND: 203 / 13.1
flip-flops: 214 / 55.6
adder cells (fa/ha/maj): 3 / 0.390
buffers and inverters: 100 / 4.58
multiplexers: 1 / 0.104
AND/OR/NAND/NOR: 618 / 25.0
## synthesized netlist by cell type, drive strengths merged
library cell | number | area, sq um
mux2i | 1 | 10.0
or3 | 2 | 13.8
nand3 | 1 | 5.00
o21ba | 2 | 20.0
xnor2 | 6 | 52.6
dfrtp | 213 | 5330
o21ai | 3 | 15.0
nand4 | 7 | 50.1
clkinv | 1 | 3.75
dfstp | 1 | 26.3
ha | 3 | 37.5
nand2 | 393 | 1480
inv | 6 | 22.5
clkbuf | 39 | 146
o21a | 1 | 7.51
xor2 | 7 | 61.3
nor4bb | 1 | 10.0
a21oi | 10 | 50.1
buf | 54 | 269
a31oi | 185 | 1160
a22o | 1 | 8.76
nor2 | 201 | 767
or4 | 2 | 20.0
nor4 | 3 | 25.0
o22ai | 1 | 6.26
or2 | 2 | 12.5
nor3 | 3 | 15.0
and2 | 1 | 6.26
and3 | 2 | 12.5
## final cells by class
class                   count  area, sq um  share of cell area, %
clock buffers              35          703                   5.60
multi-input cells         838         3850                   30.6
repair buffers            227         2270                   18.1
well taps                 234          293                   2.33
flip-flops and latches    214         5360                   42.7
diodes                      1         2.50                 0.0199
clock inverters             4         45.0                  0.359
inverters                   7         33.8                  0.269
## through the flow
stage	util [%]	setup slack (ns)	std cells	area, sq um
after CTS	66.9	11.42	1559	12600
after floorplan	-	11.51	1152	9640
after global placement	62.9	11.44	1520	11800
after detailed placement	62.9	11.43	1520	11800
final	66.9	11.41	1560	12600
after global routing	66.9	11.26	1559	12600
Power and IR drop assume default switching activity.
